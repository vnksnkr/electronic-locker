--- ./config.mk ---
export PLATFORM = sky130hd
export DESIGN_NAME = dlock
export DESIGN_NICKNAME = dlock
export VERILOG_FILES = /design/flow/design.v
export SDC_FILE = /design/flow/constraint.sdc
export NUM_CORES = 4
export LEC_CHECK = 1
export CORE_UTILIZATION = 50
--- ./constraint.sdc ---
current_design dlock

set clk_period 3.4
set clk_io_pct 0.2

create_clock -name clk0 -period $clk_period [get_ports {CLK}]

set non_clock_inputs [all_inputs -no_clocks]
set_input_delay [expr $clk_period * $clk_io_pct] -clock clk0 $non_clock_inputs
set_output_delay [expr $clk_period * $clk_io_pct] -clock clk0 [all_outputs]
--- ./design.v ---
module dlock(I1,I2,I3,I4,I5,I6,I7,I8,I9,I0,OPEN,CLOSE,SET,LOCK,RESET,CLK,d1_seg,d2_seg,d3_seg);
  input I1,I2,I3,I4,I5,I6,I7,I8,I9,I0,OPEN,CLOSE,SET,RESET,CLK;
  output reg LOCK;
  output [6:0]d1_seg;
  output [6:0]d2_seg;
  output [6:0]d3_seg;
  wire[3:0] BCD;     
  wire setpassword;  
  wire p;            
  reg [3:0] digit1;  
  reg [3:0] digit2;  
  reg [3:0] digit3;  
  reg [3:0] pwd1;    
  reg [3:0] pwd2;    
  reg [3:0] pwd3;    
  reg p_old;
  wire EQ;           
  reg change;        
  parameter DIGIT_1 = 2'b00,DIGIT_2 = 2'b01,DIGIT_3=2'b10;
  reg [1:0]current_state;
  assign BCD[3] = I8 || I9;
  assign BCD[2] = I4 || I5 || I6 || I7;
  assign BCD[1] = I2 || I3 || I6 || I7;
  assign BCD[0] = I1 || I3 || I5 || I7 || I9;
  assign p = I1||I2||I3||I4||I5||I6||I0||I9||I8||I7;
  seven_seg_decoder d1(CLK,digit1,d1_seg);
  seven_seg_decoder d2(CLK,digit2,d2_seg);
  seven_seg_decoder d3(CLK,digit3,d3_seg);
  always @(posedge CLK) 
    begin
      p_old <= p;  
      if(RESET)    
        begin
          current_state <= DIGIT_1;
          pwd1 <= 0;
          pwd2 <= 0;
          pwd3 <= 0;
          digit1 <= 0;
          digit2 <= 0;
          digit3 <= 0;
        end
      else if(p_old != p && p)
        begin
          case(current_state)
            DIGIT_1:begin
              digit1 <= BCD;
              current_state = DIGIT_2;
            end
            DIGIT_2:begin
              digit2 <= BCD;
              current_state = DIGIT_3;
            end
            DIGIT_3:begin
              digit3 <= BCD;
              current_state = DIGIT_1;
            end
          endcase
        end
      else if(setpassword)  
      begin
        pwd1 <= digit1;
        pwd2 <= digit2;
        pwd3 <= digit3;
      end
      else if(CLOSE)
        begin
          LOCK   <= 0;
          digit1 <= 0;
          digit2 <= 0;
          digit3 <= 0;
          current_state = DIGIT_1;
        end
      else if(OPEN)
        LOCK <= EQ;
      end
  assign EQ = ({digit1,digit2,digit3}=={pwd1,pwd2,pwd3}); 
  assign setpassword = LOCK & SET; 
endmodule  
module seven_seg_decoder(clk,bcd,seven_seg);
input [3:0] bcd;
input clk;
output reg [6:0] seven_seg;
always @(posedge clk)
 begin
  case (bcd)
   4'b0000 : begin seven_seg = 7'b1111110; end
   4'b0001 : begin seven_seg = 7'b0110000; end
   4'b0010 : begin seven_seg = 7'b1101101; end
   4'b0011 : begin seven_seg = 7'b1111001; end
   4'b0100 : begin seven_seg = 7'b0110011; end
   4'b0101 : begin seven_seg = 7'b1011011; end
   4'b0110 : begin seven_seg = 7'b1011111; end
   4'b0111 : begin seven_seg = 7'b1110000; end
   4'b1000 : begin seven_seg = 7'b1111111; end
   4'b1001 : begin seven_seg = 7'b1110011; end
   default : begin seven_seg = 7'b0000000; end
   endcase
 end
endmodule
--- ./run.sh ---
#!/bin/bash
# OpenROAD 26Q1-2900-gdf79404cd8, Yosys 0.63+post, stock flow scripts
make -C /OpenROAD-flow-scripts/flow DESIGN_CONFIG=/design/flow/config.mk WORK_HOME=/design/flow/orfs finish
==> flow_metrics.env <==
# implementation run metrics
export IMPL_wl_mm=4.521
export IMPL_relSlewSlack=0.4707
export IMPL_start_kind="input pin"
export IMPL_die_area_sq_um=5107
export IMPL_cts_setup_buffers=0
export IMPL_yosysChipArea_sq_um=2412
export IMPL_cts_sinks=50
export IMPL_cp_arrival_ps=2250
export IMPL_cts_path_max_buffers=2
export IMPL_worstHoldPathCells=2
export IMPL_synthCells=265
export IMPL_cts_tree="yes"
export IMPL_track_usage=0.1980
export IMPL_syn_area_per_cell_sq_um=9.103
export IMPL_dp_hpwl_mm=3.195
export IMPL_ant_nets=0
export IMPL_grt_pass1_wl_mm=7.872
export IMPL_vias_per_cell=5.330
export IMPL_cts_hold_buf=0
export IMPL_holdPathEnd="current_state[1]"
export IMPL_rsz0062_at_grt="false"
export IMPL_grt_pass1_vias=1652
export IMPL_ys_warn_count=2
export IMPL_wire_per_inst_microns=12.95
export IMPL_peakVddDrop_uv=235.2
export IMPL_numCtsBuffers=5
export IMPL_ys_cells=265
export IMPL_drive_gt1_frac=0.06397
export IMPL_gp_congestion=0.8674
export IMPL_synth_flops=50
export IMPL_regToRegStartpoint="LOCK"
export IMPL_worstPathRequired_ps=3400
export IMPL_n_antenna_cell=0
export IMPL_power_density_nw_per_um2=341.6
export IMPL_pin_count=37
export IMPL_drc=0
export IMPL_via_count=1860
export IMPL_overflow=0
export IMPL_finalSetupViolCount=0
export IMPL_grt_max_degree=22
export IMPL_worstMarginPinSlew_ps=791.4
export IMPL_max_cap_viol_count=0
export IMPL_final_period_utilization=0.6631
export IMPL_rows=24
export IMPL_cts_root_buf="clkbuf_8"
export IMPL_netlist_area_sq_um=2412
export IMPL_fmax_mhz=443.6
export IMPL_final_setup_skew_ps=4.184
export IMPL_ys_seq_frac=0.4191
export IMPL_startpoint="I5"
export IMPL_ctsResizeCount=0
export IMPL_antenna_found_initial=0
export IMPL_io_buffers=36
export IMPL_die_width_microns=71.46
export IMPL_min_from="current_state[2]"
export IMPL_worstRegToRegCells=4
export IMPL_status="complete, no violations"
export IMPL_initial_core_util=0.5356
export IMPL_maxSlewViolCount=0
export IMPL_period_needed_ps=2255
export IMPL_report_final_hold_viol_count=0
export IMPL_drt_first_iter_violations=60
export IMPL_syn_to_final_growth_pct=18.88
export IMPL_worst_skew_pair_late_latency_ps=290
export IMPL_drtPass1Iterations=4
export IMPL_die_height_microns=71.46
export IMPL_r2r_setup_slack_ps=1840
export IMPL_total_power_uw=979.6
export IMPL_path_clk_slew_ps=80
export IMPL_fillCellCount=383
export IMPL_timing_rr_end="digit1[3]"
export IMPL_worst_setup_path_type="input pin to flop"
export IMPL_p_leak_uw=0.001101
export IMPL_finalSetupTns_ps=0
export IMPL_fin_hold_ws_ps=523.1
export IMPL_warnings=41
export IMPL_coreArea_sq_um=4504
export IMPL_end_kind="flop"
export IMPL_worstHoldPathType="flop to flop"
export IMPL_worst_path_max_fanout=17
export IMPL_htree_levels=2
export IMPL_synth_cell_types=38
[synthesized netlist by cell type]
master / n / area share
nor3_1: 2 / 0.0041
a21o_1: 1 / 0.0031
nand3_1: 6 / 0.012
o21bai_1: 1 / 0.0031
or4_1: 1 / 0.0031
xnor2_1: 7 / 0.025
o22ai_1: 7 / 0.018
o21ai_0: 24 / 0.050
a31oi_1: 2 / 0.0052
o31ai_2: 1 / 0.0052
o22ai_2: 2 / 0.010
dfxtp_1: 49 / 0.41
edfxtp_1: 1 / 0.012
xor2_1: 5 / 0.018
inv_1: 16 / 0.025
a211oi_1: 3 / 0.0093
nor4_4: 2 / 0.018
a31o_4: 1 / 0.0073
nor4_1: 2 / 0.0052
clkbuf_1: 10 / 0.016
nor2_1: 16 / 0.025
o21a_1: 1 / 0.0031
buf_6: 3 / 0.014
o21ai_1: 12 / 0.025
and2_1: 1 / 0.0026
nor2b_1: 14 / 0.036
o41ai_1: 1 / 0.0036
nand3_2: 1 / 0.0041
nand4_1: 2 / 0.0052
a32oi_1: 1 / 0.0036
nand2_1: 11 / 0.017
mux2_4: 3 / 0.019
a21oi_1: 21 / 0.044
a31oi_2: 1 / 0.0052
ha_1: 18 / 0.093
or3_1: 2 / 0.0052
o31ai_1: 2 / 0.0062
nand2b_1: 12 / 0.031
[worst max path at each step]
stage,end,depth (start not counted)
4_1_cts,LOCK,4
5_1_grt,pwd3[2],5
6_report,LOCK,4
[per-stage QoR]
step,utilization,setup slack (ps),cell area (sq um),std cells
after floorplan,-,1491,2412,265
after global placement,0.6175,878.1,2781,342
after detailed placement,0.6175,820.0,2781,342
after CTS,0.6367,1179,2868,349
after global routing,0.6367,1033,2868,349
final,0.6367,1145,2868,349
[where the power goes]
| part | total, uW | switching [uW] | leakage (uW) | internal (uW) |
|---|---|---|---|---|
| logic | 50.3 | 25.0 | 0.000652 | 25.3 |
| registers | 589 | 0.859 | 0.000405 | 588 |
| clock network | 341 | 179 | 0.0000443 | 162 |
[registers in the layout (all words and copies together), names as in the netlist]
signal and flops:
d3.seven_seg 7, d1.seven_seg 7, digit1 4, LOCK 1
digit2 4, pwd2 4, pwd3 4, current_state 3
d2.seven_seg 7, digit3 4, pwd1 4, p_old 1
[cell families (layout without fill, tap and decap cells)]
| group | after synthesis | in the layout | share of synthesized area |
|---|---|---|---|
| AND-OR/OR-AND | 81 | 81 | 0.2018 |
| buffers and inverters | 29 | 61 | 0.05446 |
| adder cells (fa/ha/maj) | 18 | 18 | 0.09336 |
| multiplexers | 3 | 3 | 0.01867 |
| flip-flops | 50 | 50 | 0.4191 |
| XOR/XNOR | 12 | 12 | 0.04357 |
| AND/OR/NAND/NOR | 72 | 72 | 0.1691 |
[worst max-delay path: stages]
cell and delay, ps:
clkdlybuf4s50_1 460, nor4_4 420, a31oi_2 400, nor3_1 300
[layout by cell type (no fill, tap or decap), types with 2 or more instances in the layout]
cell and n:
dfxtp_1 49, clkdlybuf4s50_1 36, o21ai_0 24, a21oi_1 21
ha_1 18, inv_1 16, nor2_1 16, nor2b_1 14
nand2b_1 12, o21ai_1 12, nand2_1 11, o22ai_1 7
xnor2_1 7, nand3_1 6, clkbuf_8 6, xor2_1 5
a211oi_1 3, mux2_4 3, nor4_4 2, nor3_1 2
or3_1 2, a31oi_1 2, o22ai_2 2, o31ai_1 2
nand4_1 2, nor4_1 2, buf_4 2
[metal layers]
layer	global-route usage	vias up	wire, microns
met5	0	-	0
met4	0.02179	0	60
met3	0.03281	6	193
met2	0.2963	44	1988
met1	0.3229	834	2279
li1	-	976	-
[layout make-up]
type	count	area, sq um	share of cell area
Clock buffer	7	86.33	0.03010
Inverter	16	60.06	0.02094
Multi-Input combinational cell	186	1270	0.4428
Sequential cell	50	1011	0.3525
Tap cell	52	65.06	0.02269
Timing Repair Buffer	38	375.4	0.1309
Power and IR drop assume default switching activity.
